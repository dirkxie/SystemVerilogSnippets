**design/flow/run.sh**
```bash
#!/bin/bash
# OpenROAD 26Q1-2900-gdf79404cd8, Yosys 0.63+post, stock flow scripts
make -C /OpenROAD-flow-scripts/flow DESIGN_CONFIG=/design/flow/config.mk WORK_HOME=/design/flow/orfs finish
```
**design/flow/config.mk**
```make
export PLATFORM = sky130hd
export DESIGN_NAME = FIFO_sync
export DESIGN_NICKNAME = FIFO_sync
export VERILOG_FILES = /design/flow/design.v
export SDC_FILE = /design/flow/constraint.sdc
export NUM_CORES = 4
export LEC_CHECK = 1
export CORE_UTILIZATION = 30
```
**design/flow/constraint.sdc**
```tcl
current_design FIFO_sync

set clk_period 2.2
set clk_io_pct 0.2

create_clock -name clk0 -period $clk_period [get_ports {clk}]

set non_clock_inputs [all_inputs -no_clocks]
set_input_delay [expr $clk_period * $clk_io_pct] -clock clk0 $non_clock_inputs
set_output_delay [expr $clk_period * $clk_io_pct] -clock clk0 [all_outputs]
```
**design/flow/design.v**
```verilog
module FIFO_sync (
  input              clk,
  input              rst,
  input              wr_en,    
  input              rd_en,    
  input        [7:0] buf_in,   
  output logic [7:0] buf_out,  
  output logic       buf_empty,
  output logic       buf_full,
  output logic [3:0] fifo_counter  
);
logic [2:0] rd_ptr, wr_ptr;  
logic [7:0] buf_mem [3:0];   
always_comb begin
  buf_empty = (fifo_counter == 0);
  buf_full  = (fifo_counter == 15);
end
always_ff @ (posedge clk or posedge rst) begin  
  if (rst)
    fifo_counter <= 0;
  else if ((!buf_full && wr_en) && (!buf_empty && rd))
    fifo_counter <= fifo_counter;
  else if (!buf_full && wr_en)
    fifo_counter <= fifo_counter + 1;
  else if (!buf_empty && rd_en)
    fifo_counter <= fifo_counter - 1;
  else
    fifo_counter <= fifo_counter;
end
always_ff @ (posedge clk or posedge rst) begin
  if (rst)
    buf_out <= 0;
  else begin
    if (rd_en && !buf_empty)
      buf_out <= buf_mem[rd_ptr];
    else
      buf_out <= buf_out;
  end
end
always_ff @ (posedge clk) begin
  if (wr_en && !buf_full)
    buf_mem[wr_ptr] <= buf_in;
  else
    buf_mem[wr_ptr] <= buf_mem[wr_ptr];
end
always_ff @ (posedge clk or posedge rst) begin
  if (rst) begin
    wr_ptr <= 0;
    rd_ptr <= 0;
  end else begin
    if (!buf_full && wr_en)
      wr_ptr <= wr_ptr + 1;
    else
      wr_ptr <= wr_ptr;
    if (!buf_empty && rd_en)
      rd_ptr <= rd_ptr + 1;
    else
      rd_ptr <= rd_ptr;
  end
end
endmodule
```
==> results.sh <==
# yosys + openroad results
export IMPL_drive_gt1_share_pct=29.08
export IMPL_p_per_area_mw_per_mm2=1287
export IMPL_cts_root_buf="clkbuf_8"
export IMPL_crit_chain="buf_4 -> nor4_1 -> clkdlybuf4s50_1"
export IMPL_postLayoutCoreUtil_pct=39.38
export IMPL_wl_per_cell_microns=14.44
export IMPL_cp_slowest_cell="clkdlybuf4s50_1"
export IMPL_gp_congestion=0.8091
export IMPL_initial_core_util_pct=31.37
export IMPL_io_pins=26
export IMPL_clk_latency_ns=0.29
export IMPL_antenna_found_initial=0
export IMPL_critPathBufInv=2
export IMPL_tightestPinTransition_ns=0.6795
export IMPL_rows=29
export IMPL_coreArea_sq_mm=0.006386
export IMPL_synth_top_cell_by_area="edfxtp_1"
export IMPL_antenna_cells=0
export IMPL_die_h_microns=83.72
export IMPL_finalCriticalPeriod_ns=2.069
export IMPL_synthDistinctLibCells=24
export IMPL_dpl_cell_count=210
export IMPL_htreeDepth=2
export IMPL_area_growth_pct=25.55
export IMPL_final_max_slew_viol_count=0
export IMPL_cp_top_family="buffers and inverters"
export IMPL_rr_worst_depth=8
export IMPL_finalClockPeriodUsage_pct=94.06
export IMPL_cts_clk_slew_worst_paths_ns=0.08
export IMPL_hpwl_microns=2155
export IMPL_cts_tree="built"
export IMPL_critical_path_max_stage_delay_ns=0.51
export IMPL_grt_pass1_vias=1095
export IMPL_holdPathEnd="buf_out[5]"
export IMPL_hold_path_depth=1
export IMPL_crit_fanout=6
export IMPL_cts_inserted_buffers=5
export IMPL_antenna_left=0
export IMPL_wl_microns=3149
export IMPL_start_kind="flip-flop"
export IMPL_drt_iter0_drc=43
export IMPL_grt_pass1_wl_microns=5237
export IMPL_synth_stat_cells=104
export IMPL_critPathRequiredTime_ns=1.76
export IMPL_port_buffers=25
export IMPL_ys_ff=48
export IMPL_setup_violations=0
export IMPL_finClkSkew_ns=0.009107
export IMPL_yosysTopAreaCellShare_pct=47.97
export IMPL_grt_max_degree=17
export IMPL_grt_util_all_layers_pct=10.36
export IMPL_syn_cell_area_sq_mm=0.002003
export IMPL_rsz0062_at_grt="no"
export IMPL_die_area_sq_mm=0.007008
export IMPL_cts_max_path_buffers=2
export IMPL_yosys_area_sq_mm=0.002003
export IMPL_crit_path_end_kind="output pin"
export IMPL_overflow=0
export IMPL_syn_inst=104
export IMPL_drc=0
export IMPL_crit_type="flip-flop to output pin"
export IMPL_fmax_ghz=0.4832
export IMPL_finalNonFillerCells=218
export IMPL_final_hold_violation_count=0
export IMPL_p_leak_nw=0.9770
export IMPL_slew_headroom_pct=54.65
export IMPL_drtPass1Iterations=4
export IMPL_hold_start="buf_out[5]"
export IMPL_via_per_inst=4.560
export IMPL_arrival_ns=1.63
export IMPL_post_cts_buffers=0
export IMPL_hold_path_class="flip-flop to flip-flop"
export IMPL_nFillCells=577
export IMPL_die_w_microns=83.72
export IMPL_r2r_start="fifo_counter[3]"
export IMPL_ys_warnings_count=3
export IMPL_warning_count=28
export IMPL_status="finished, final reports clean"
export IMPL_drv_cap=0
export IMPL_syn_avg_cell_area_sq_um=19.26
export IMPL_ys_seq_share_pct=67.96
export IMPL_top_cells_by_area="edfxtp_1, dfrtp_1, mux4_2, mux2_4, ha_1"
export IMPL_clock_sinks=48
export IMPL_peakVddDrop_v=0.0006175
export IMPL_rrSetupSlack_ns=0.20
export IMPL_rr_endpoint="fifo_counter[3]"
export IMPL_routed_via_count=994
[Yosys cell counts, drive strengths merged]
master  count
fa          1
xor2        2
nand2       1
and2        2
buf         3
o21ai       1
inv         6
mux2i       1
a21oi       2
o41ai       1
edfxtp     32
mux2       10
a21o        1
nor2        1
dfrtp      16
xnor2       4
mux4        8
and3        4
nor4        1
nand4       1
ha          6
[cell type report]
cell class / instances / area, sq um / share of cell area (%)
Sequential cell: 48 / 1364 / 54.23
Multi-Input combinational cell: 47 / 608.1 / 24.18
Timing Repair Buffer: 32 / 302.8 / 12.04
Tap cell: 77 / 96.34 / 3.831
Clock buffer: 6 / 82.58 / 3.284
Clock inverter: 2 / 38.79 / 1.542
Inverter: 6 / 22.52 / 0.8955
[metal layers]
metal / share of wire (%) / GRT usage [%] / wire, microns / vias up
li1: - / - / - / 465
met1: 42 / 14.34 / 1326 / 471
met2: 46 / 14.86 / 1443 / 53
met3: 11 / 6.928 / 340 / 5
met4: 1.2 / 0.9245 / 38 / 0
met5: 0 / 0 / 0 / -
[where the power goes]
part           internal (mW)  switching, mW  total [mW]  leakage [nW]
Sequential              1.26          0.174        1.43         0.479
Clock                  0.371          0.270       0.641        0.0614
Combinational          0.756          0.410        1.17         0.437
Total                   2.38          0.854        3.24         0.977
[placed cells by master, fill, tap and decap left out, drive strengths merged]
master and n:
a21o 1, a21oi 2, and2 2, and3 4
buf 7, bufinv 1, clkbuf 6, clkdlybuf4s50 25
clkinv 1, dfrtp 16, edfxtp 32, fa 1
ha 6, inv 6, mux2 10, mux2i 1
mux4 8, nand2 1, nand4 1, nor2 1
nor4 1, o21ai 1, o41ai 1, xnor2 4
xor2 2
[flip-flops by register name, summed over array words and instances, names as in the netlist]
signal,count
buf_mem,32
rd_ptr,2
buf_out,8
fifo_counter,4
wr_ptr,2
[through the flow]
stage / setup TNS, ns / power, mW / instance area [sq um] / setup WS, ns / hold WS, ns
2_1_floorplan: 0 / 2.135 / 2003 / 0.3026 / 0.3537
3_3_place_gp: 0 / 2.599 / 2391 / 0.03317 / 0.4939
3_5_place_dp: -0.01848 / 2.630 / 2391 / -0.01848 / 0.4965
4_1_cts: 0 / 3.291 / 2512 / 0.1059 / 0.5190
5_1_grt: 0 / 3.469 / 2515 / 0.03128 / 0.5436
6_report: 0 / 3.238 / 2515 / 0.1307 / 0.5141
[how the worst max path moves through the flow]
stage	start	to	slack, ns	cells past startpoint
finish	fifo_counter[0]	buf_empty	0.13	3
global route	fifo_counter[0]	buf_empty	0.03	3
CTS	fifo_counter[0]	buf_empty	0.11	3
[cells by family after synthesis]
| logic type | share of synthesized area, % |
|---|---|
| AND-OR/OR-AND | 1.999 |
| XOR/XNOR | 2.623 |
| adder cells (fa/ha/maj) | 4.747 |
| buffers and inverters | 2.248 |
| flip-flops | 67.96 |
| multiplexers | 16.99 |
| AND/OR/NAND/NOR | 3.435 |
[what timing repair did]
action	CTS	global route
hold buffers	0	0
endpoints found under the setup margin	0	1
gates resized	0	2
No activity file was given, so power comes from the tool's default toggle rates.
